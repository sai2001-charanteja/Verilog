$ cat design.v
module dhms(input clk,rst,output reg [4:0] day,hr,output reg [5:0]min,sec);
  always@(posedge clk or posedge rst) begin
    if(rst) sec<=0;
    else sec <= sec==59?0:sec+1;
  end
  always@(posedge clk or posedge rst) begin
    if(rst) min<=0;
    else if(sec==59) min <= min==59?0:min+1;
    else min<=min;
  end
  always@(posedge clk or posedge rst) begin
    if(rst) hr<=0;
    else if({min,sec}=={6'd59,6'd59}) hr <= hr==23?0:hr+1;
    else hr<=hr;
  end
  always@(posedge clk or posedge rst) begin
    if(rst) day<=1;
    else if({hr,min,sec}=={5'd23,6'd59,6'd59}) day <= day==30?1:day+1;
  end
endmodule
module dhms5Hz(input clk,rst,output reg [4:0] day,hr,output reg [5:0]min,sec);
  reg [2:0]incnt;
  always @(posedge clk or posedge rst)begin
    if(rst) incnt<=0;
    else incnt<= (incnt==4)?0:incnt+1;
  end
  always@(posedge clk or posedge rst) begin
    if(rst) sec<=0;
    else if(incnt == 4) sec <= sec==59?0:sec+1;
  end
  always@(posedge clk or posedge rst) begin
    if(rst) min<=0;
    else if({incnt,sec}=={3'd4,6'd59}) min <= min==59?0:min+1;
    else min<=min;
  end
  always@(posedge clk or posedge rst) begin
    if(rst) hr<=0;
    else if({incnt,min,sec}=={3'd4,6'd59,6'd59}) hr <= hr==23?0:hr+1;
    else hr<=hr;
  end
  always@(posedge clk or posedge rst) begin
    if(rst) day<=1;
    else if({incnt,hr,min,sec}=={3'd4,5'd23,6'd59,6'd59}) day <= day==30?1:day+1;
  end
endmodule
$ cat run.sh
#!/bin/bash
# OpenROAD 26Q1-2900-gdf79404cd8, Yosys 0.63+post, stock flow scripts
make -C /OpenROAD-flow-scripts/flow DESIGN_CONFIG=/design/flow/config.mk WORK_HOME=/design/flow/orfs finish
$ cat config.mk
export PLATFORM = sky130hd
export DESIGN_NAME = dhms5Hz
export DESIGN_NICKNAME = dhms5Hz
export VERILOG_FILES = /design/flow/design.v
export SDC_FILE = /design/flow/constraint.sdc
export NUM_CORES = 4
export LEC_CHECK = 1
export CORE_UTILIZATION = 30
$ cat constraint.sdc
current_design dhms5Hz

set clk_period 5.2
set clk_io_pct 0.2

create_clock -name clk0 -period $clk_period [get_ports {clk}]

set non_clock_inputs [all_inputs -no_clocks]
set_input_delay [expr $clk_period * $clk_io_pct] -clock clk0 $non_clock_inputs
set_output_delay [expr $clk_period * $clk_io_pct] -clock clk0 [all_outputs]
==> results_slide.txt <==
Run Summary

Status
  • Status: complete, no violations

Floorplan
  • Chip area: about 0.0045 mm^2
  • Initial core utilization: 31.6%
  • Die Height: 67.4 um
  • Boundary Pins: 24
  • Die X: 67.4 um
  • Cell Rows: 23
  • Core area: roughly 0.0041 mm^2

Synth
  • Post-synth EDFFs: 0
  • # Cells Yosys: between 100 and 150
  • Max-area cell share: 46.8%
  • Mapped Cells: 123
  • Synth async-reset ratio: about 100%
  • Distinct lib cells: 34
  • Top_reg_cell synth: dfrtp_1
  • Sequential area share after synthesis: 48.9%
  • Yosys stat area: 0.00128 mm^2
  • Leading cell types by count after synthesis: dfrtp_1 (24), nand2_1 (14), nor2_1 (9)
  • Area leader, netlist: dfrtp_1
  • Ys Warns: 1
  • Post-synth area hogs: dfrtp_1 (47%), ha_1 (6.8%), mux2_2 (4.4%), nand2_1 (4.1%), o31ai_1 (2.9%)
  • Flops out of synthesis: 25
  • Yosys top cell by instances: dfrtp_1
  • Post-Syn Area per Cell: about 10 um^2
  • Synthesized area: 0.00128 mm^2

Clocking
  • CTS tree: done
  • Clock Pin Slew Worst Setup and Hold Paths: around 0.09 ns
  • CTS buffer count: 3
  • # hold bufs at CTS: 0
  • Root cell of the clock tree: clkbuf_8
  • Htree depth: 1
  • CTS max path bufs: 2
  • Post-cts resize count: 0
  • # Post-CTS Setup Buffers: 0
  • Late-Pin Clk Latency: 0.27 ns
  • Sink Count: 25

Timing
  • Pins Over Slew Limit: 0
  • Post-layout period usage: between 40% and 50%
  • Measured slew at the worst slew-check pin: 0.348 ns
  • Final hold slack: between 0.4 and 0.5 ns
  • Clock skew after layout: 0.00514 ns
  • RSZ-0062 raised after global routing: false
  • Setup violators final: 0
  • Slew Limit Headroom: 76.7%
  • Post-route setup TNS: 0 ns
  • Peak Freq: 430 MHz
  • Tmin final: 2.32 ns
  • Final Hold Viols: 0

Critical path
  • Worst path max stage delay: 0.56 ns
  • Crit path buf inv count: 1
  • Setup crit end kind: output pin
  • Worst-path cell chain: clkdlybuf4s50_1
  • Startpoint Class: flop
  • CP Class: reg2out
  • Critical path's top delay family: flip-flops
  • CP Data Required Time: 4.16 ns
  • Crit Path Max Fanout: 4
  • Crit path from: day[0]$_DFFE_PP1N_
  • Reg2Reg Launch Point: incnt[0]$_DFF_PP0_
  • CP Data Arrival Time: 1.28 ns
  • Worst path slowest cell: dfstp_2

Drt
  • DRT antenna net count: 0
  • Final WL: 2440 um
  • Wl on met1: 1270 um
  • Vias: roughly 1000
  • Max layer used: met4
  • 1st-pass router iterations: 4
  • Wire per inst: approximately 12 um
  • DRT iter0 DRCs: 30
  • Ant diodes: 0
  • Vias per cell: between 5 and 6
  • Met3 wire len: 72 um
  • Residual DRC: 0
  • Detailed route wirelength on metal2: 1060 um

GRT
  • Total gr overflow: 0
  • Vias in the first global route: approximately 910
  • First-pass GRT wire length: ~4100 um
  • Initial antenna violation count: 0
  • Gr usage total: 12.0%
  • Largest net degree at the start of global routing: 26

Run
  • OpenROAD warning count: 27
  • Max cap viols: 0

Pwr
  • Peak VDD IR: 0.0635 mV
  • Power Density: 194 mW/mm^2
  • Leak: 0.696 nW

Placement
  • Port buffer count: 23
  • GP Congestion: 0.844
  • DP Wirelength: approximately 1700 um

Min path
  • Worst Hold Class: reg2reg
  • Min-delay src: incnt[0]$_DFF_PP0_

Final layout
  • Area delta synth->final: 26.0%
  • Share of layout cells above drive strength 1: 9.40%
metrics by stage:
stage               utilization (%)  cells  power, mW  setup slack [ns]  cell area (um^2)
floorplan                         -    123      0.201              3.50              1280
global placement               38.7    195      0.204              3.17              1570
detailed placement             38.7    195      0.203              3.17              1570
CTS                            39.8    199      0.319              2.85              1620
global route                   39.8    199      0.329              2.80              1620
finish                         39.8    199      0.313              2.88              1620
flip-flops by register name, summed over array words and instances (netlist names):
register  cells
min           6
sec           6
day           5
hr            5
incnt         3
final cells by class:
| cell class | instances | area [um^2] |
|---|---|---|
| Tap cell | 50 | 62.6 |
| Inverter | 4 | 15.0 |
| Timing Repair Buffer | 24 | 238 |
| Clock buffer | 3 | 41.3 |
| Fill cell | 385 | 2440 |
| Sequential cell | 25 | 627 |
| Multi-Input combinational cell | 92 | 628 |
| Clock inverter | 1 | 5.00 |
placed cells by master (no fill, tap or decap), types with 2 or more instances in the layout:
| cell | instances |
|---|---|
| nor2_1 | 9 |
| nand4b_1 | 2 |
| xnor2_1 | 2 |
| a21oi_1 | 4 |
| nand2_1 | 14 |
| inv_1 | 4 |
| mux2_2 | 5 |
| nand3_1 | 7 |
| o21ai_0 | 7 |
| ha_1 | 7 |
| o21ai_1 | 2 |
| mux2i_1 | 3 |
| and4_1 | 2 |
| dfrtp_1 | 24 |
| clkbuf_8 | 3 |
| o211ai_1 | 2 |
| o31ai_1 | 5 |
| clkdlybuf4s50_1 | 23 |
| and4b_1 | 2 |
| nor2b_1 | 3 |
| and3_1 | 3 |
| nor3_1 | 2 |
layer usage:
| metal | vias to the layer above | track usage [%] |
|---|---|---|
| li1 | 506 | - |
| met1 | 480 | 19.6 |
| met2 | 17 | 17.6 |
| met3 | 4 | 1.71 |
| met4 | 0 | 1.86 |
| met5 | - | 0 |
report_power, final:
| part | switching, mW | total, mW | internal (mW) |
|---|---|---|---|
| registers | 0 | 0.194 | 0.194 |
| clock network | 0.0606 | 0.114 | 0.0536 |
| logic | 0.00380 | 0.00500 | 0.00120 |
cells by family after synthesis:
kind of cell / count (synthesis) / synth area share [%]
compound gates: 23 / 10.8
xor+xnor: 2 / 1.37
fa+ha+maj: 7 / 6.83
buf+inv: 6 / 2.15
flops: 25 / 48.9
mux: 10 / 8.78
simple gates: 50 / 21.2
path summary, 6_finish.rpt:
kind	to	slack (ns)	depth (start not counted)
max	day[0]	2.88	1
max in group asynchronous	day[0]$_DFFE_PP1N_	3.80	3
max reg2reg	hr[3]$_DFFE_PP0N_	3.27	6
min in group asynchronous	hr[4]$_DFFE_PP0N_	1.11	3
min reg2reg	incnt[0]$_DFF_PP0_	0.50	1
min	incnt[0]$_DFF_PP0_	0.50	1
Power is estimated from default activity; no workload was simulated.
