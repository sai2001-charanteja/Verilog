File: flow/design.v
module fifo#(parameter N=10,M=10)(input clk,rst,wr,input [M-1:0]din,input rd,output reg [M-1:0] dout);
	reg [M-1:0]mem[N-1:0];
	reg [$clog2(N)+((N&(N-1))==0)-1:0]rdptr,wrptr;
	enum {EMPTY,PAR,FULL} state;
	always@(posedge clk or posedge rst) begin
		if(rst) state<=EMPTY;
		else begin
			case(state) 
				EMPTY	: state<= wr?PAR:state;
				PAR  	: begin
							 if(rd) begin
								if((rdptr==N-1 && wrptr == 0)||(rdptr+1==wrptr)) state<= EMPTY;
								else state<=state;
							 end
							 else if(wr) begin
								if((wrptr==N-1 && rdptr==0) || (wrptr+1==rdptr)) state<= FULL;
								else state<= state;
							 end
						end
				FULL 	: state<= rd?PAR:state;
			endcase
		end
	end
	always@(posedge clk or posedge rst) begin
		if(rst) wrptr<=0;
		else begin
			if(wr) begin
				case(state) 
					EMPTY,PAR	: wrptr<= (wrptr==N-1)?0:wrptr+1;
					FULL 		: wrptr<= wrptr;
				endcase
			end
		end
	end
	always@(posedge clk or posedge rst) begin
		if(rst) rdptr<=0;
		else begin
			if(rd) begin
				case(state) 
					EMPTY		: rdptr<=rdptr;
					FULL,PAR 	: rdptr<=(rdptr==N-1)?0:rdptr+1;
				endcase
			end
		end
	end
	always @(posedge clk or posedge rst) begin
		if(rst) begin:INITIALIZATION
			integer i;
			for(i=0;i<N;i=i+1) mem[i] <= {M{1'bz}};
		end	
		else begin
			case(state) 
				EMPTY	: if(wr) mem[wrptr]<= din;
				PAR		: if(wr) mem[wrptr]<=din;
						  else if(rd) mem[rdptr] <= {M{1'bz}};
				FULL 	: if(rd) mem[rdptr]<={M{1'bz}};
			endcase
		end
	end
	always @(posedge clk or posedge rst) begin
		if(rst) dout<= {M{1'bz}};
		else begin
			case(state) 
				EMPTY		: dout<={M{1'bz}};
				PAR,FULL 	: if(rd) dout<=mem[rdptr];
			endcase
		end
	end	
endmodule
File: flow/run.sh
#!/bin/bash
# OpenROAD 26Q1-2900-gdf79404cd8, Yosys 0.63+post, stock flow scripts
make -C /OpenROAD-flow-scripts/flow DESIGN_CONFIG=/design/flow/config.mk WORK_HOME=/design/flow/orfs finish
File: flow/config.mk
export PLATFORM = sky130hd
export DESIGN_NAME = fifo
export DESIGN_NICKNAME = fifo
export VERILOG_FILES = /design/flow/design.v
export SDC_FILE = /design/flow/constraint.sdc
export NUM_CORES = 4
export LEC_CHECK = 1
export CORE_UTILIZATION = 50
File: flow/constraint.sdc
current_design fifo

set clk_period 3.2
set clk_io_pct 0.2

create_clock -name clk0 -period $clk_period [get_ports {clk}]

set non_clock_inputs [all_inputs -no_clocks]
set_input_delay [expr $clk_period * $clk_io_pct] -clock clk0 $non_clock_inputs
set_output_delay [expr $clk_period * $clk_io_pct] -clock clk0 [all_outputs]
==> run notes <==
flow finished, numbers: status=finished clean, Combinational Power Share=34.6%, largest area contributor in the netlist=dfrtp_1, layout cell share with drive strength beyond 1=34.2%, FF+latch area=0.00303 mm^2, max-slew violations=0, routed wire length per instance=20.3 um, CTS root buffer=clkbuf_16, Sw Share=33.0%, htree depth=4, crit end category=register, CP Launch Type=register, shortest period the worst path allows=2560 ps, hold_ws=475 ps, Unique cell types=53, Tot GR Track Use=24.4%, DP Worst Slack=381 ps, Synth Register Bits=121, RSZ-0062 raised after global routing=false, Syn Inst Count=464, die area=0.0121 mm^2, starting density of the core=51.2%, Worst-Margin Slew=773 ps, DR pass1 iterations=5, Detailed Route Iter0 Violations=258, grt met1 use=42.7%, clk sink count=121, Placement Cell Area=0.00619 mm^2, flip-flops with a built-in enable=0, clk latency of the worst-skew pair=400 ps, CTS tree=done, synthesis warning total=7, register clock-pin slew on the reported worst setup and hold paths=50 ps, GP Congestion=0.800, via count=3840, ys async rst share=100%, Max-slew headroom=48.5%, critical path class=register to register, I/O Buffers=23, maximum VDD drop=0.717 mV, top cells by count=dfrtp_1 (120), mux2_2 (113), nor2_1 (20), nand2_1 (18), o21ai_0 (15), most used flip-flop cell=dfrtp_1, met2 Use GR=33.0%, hold_buf cts=0, final hold violation count=0, crit share post-route=80.0%, Cell Area, Synth=0.00585 mm^2, min-delay worst type=register to register, via/cell ratio=6.03, M3 GR Usage=5.87%, f_max=390 MHz, sequential power share=36.9%, leakage=3.11 nW, Pwr Density=968 mW/mm^2, Tool Warnings=31, internal power=4.39 mW, hold_sp=dout[8], register area share after synthesis=51.8%, setup bufs post-CTS=0, worst-case clock buffer depth=2, r2r startpoint=rdptr[1], DRC Markers=0, comb. cell area=0.00260 mm^2, endpoints failing setup=0, DIE WIDTH=110 um, via count of the first global-routing pass=3770, Top area cell types=dfrtp_1 (51%), mux2_2 (22%), a22oi_1 (1.8%), a22o_1 (1.8%), ha_1 (1.7%), WHS Path Cells=2, Worst Clk Skew=5.80 ps, Reg-to-Reg End=dout[9], Layout fillers=900, I/O pin cnt=24, Crit Path Max Fanout=18, cells in synth_stat.txt=464, WP data arrival=2840 ps, CORE AREA=0.0114 mm^2, Die Ht=110 um, DP HPWL=8530 um, grt total ovfl=0, Worst Slack Setup Final=638 ps, post-CTS resize count=0, largest net degree at the start of global routing=56, CP required=3480 ps, FP Rows=39, most frequent cell after synthesis=dfrtp_1, Avg Inst Size Synth=12.6 um^2, Area growth syn-to-layout=15.9%, setup TNS=0 ps, Hold Path End=dout[8], CTS Buf Count=17, Ant. Diodes=0, Max Cap Viol=0, worst reg-to-reg setup slack=640 ps, initial antenna violation count=0, FF-to-FF path depth=9, Final ANT Viol Nets=0, Top-area cell share=51.4%, Design Area, Final=0.00678 mm^2, first-pass GRT wire length=21000 um, Clock Power Share=28.5%, sw power=2.17 mW, grt peak-use layer=met1, Yosys chip area=0.00585 mm^2, Detailed Route WL=12900 um
-- how the worst max path moves through the flow --
stage,from,endpoint,slack (ps)
after CTS,rdptr[0],dout[9],640
after global routing,rdptr[0],dout[9],450
final,rdptr[1],dout[9],640
-- cell type report --
class	instances	area share, %
Clock buffer	21	6.80
Clock inverter	10	1.85
Inverter	9	0.554
Multi-Input combinational cell	298	38.4
Sequential cell	121	44.7
Tap cell	143	2.64
Timing Repair Buffer	35	5.10
-- through the flow --
stage	cells	power (mW)	util (%)
after floorplan	464	4.04	-
after global placement	606	4.64	54.2
after detailed placement	606	4.69	54.2
after CTS	637	6.60	59.3
after global routing	637	6.98	59.3
final	637	6.56	59.3
-- flip-flops by register name, summed over array words and instances, names as in the netlist --
name / cells
mem: 100
wrptr: 4
rdptr: 4
state: 3
dout: 10
-- power by group through the flow --
| stage | logic [mW] | registers (mW) | clock network [mW] |
|---|---|---|---|
| after CTS | 2.27 | 2.42 | 1.91 |
| after global routing | 2.51 | 2.50 | 1.98 |
| final | 2.27 | 2.42 | 1.87 |
-- worst max-delay path, cell delays in order, from the launching register on --
cell and delay, ps:
dfrtp_1 480, inv_1 140, ha_1 510, buf_4 350
o21bai_1 120, a22oi_2 130, buf_4 250, o221ai_1 150
o22ai_1 200, o21ai_0 100
-- routing by layer --
| metal | share of wire, % | wire length, um |
|---|---|---|
| met5 | 0 | 0 |
| met2 | 42 | 5420 |
| met1 | 51 | 6620 |
| met3 | 5.9 | 762 |
| met4 | 1.1 | 142 |
-- cell usage in the layout (no fill, tap or decap), types with 4 or more instances in the layout --
cell,count
buf_4,10
clkbuf_16,17
o21ai_0,15
nand2_1,18
and2_1,4
ha_1,8
a21oi_1,8
a22o_1,12
clkdlybuf4s50_1,23
clkinv_2,7
inv_1,8
mux2i_1,4
nor2_1,20
nand3_1,6
o221ai_1,7
o22ai_1,4
a222oi_1,6
nand2_4,4
dfrtp_1,120
nor3_1,5
a221oi_1,6
a22oi_1,14
mux2_2,113
xnor2_1,6
-- logic make-up (layout without fill, tap and decap cells) --
kind of cell               Yosys count  in the layout  share of synthesized area [%]
adders and majority gates            8              8                           1.71
muxes                              117            117                           22.5
and+or+nand+nor                     72             72                           6.70
AOI/OAI and AO/OA                   92             92                           11.8
buffers and inverters               45             75                           3.72
DFF                                121            121                           51.8
xor gates and xnor gates             9              9                           1.80
Power and IR drop assume default switching activity.
